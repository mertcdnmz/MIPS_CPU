`./run.sh`:
```
#!/bin/bash
# OpenROAD 26Q1-2900-gdf79404cd8, Yosys 0.63+post, stock flow scripts
make -C /OpenROAD-flow-scripts/flow DESIGN_CONFIG=/design/flow/config.mk WORK_HOME=/design/flow/orfs finish
```
`./config.mk`:
```
export PLATFORM = sky130hd
export DESIGN_NAME = alu32
export DESIGN_NICKNAME = alu32
export VERILOG_FILES = /design/flow/design.v
export SDC_FILE = /design/flow/constraint.sdc
export NUM_CORES = 4
export LEC_CHECK = 1
export CORE_UTILIZATION = 50
```
`./constraint.sdc`:
```
current_design alu32

set clk_period 26.7
set clk_io_pct 0.2

create_clock -name clk0 -period $clk_period

set non_clock_inputs [all_inputs -no_clocks]
set_input_delay [expr $clk_period * $clk_io_pct] -clock clk0 $non_clock_inputs
set_output_delay [expr $clk_period * $clk_io_pct] -clock clk0 [all_outputs]
```
`./design.v`:
```
module alu32(sum,a,b,zout,gin); 
output [31:0] sum;
input [31:0] a,b; 
input [3:0] gin; 
reg [31:0] sum;
reg [31:0] less;
reg [31:0] sumz;
output zout;
reg zout;
always @(a or b or gin)
begin
	case(gin)
	4'b0010: sum=a+b; 				 
	4'b0110: sum=a+1+(~b);				 
	4'b0111: begin less=a+1+(~b);			 
			if (less[31]) sum=1;	
			else sum=0;
		  end
	4'b0000: sum=a & b;				 
	4'b0001: sum=a|b;				 
	4'b1100: sum= ~(a|b)	;			 
	4'b1000: sum= ~(a+1+(~b)) ;			 
	4'b1001: sum= ~(a[31] | (~(|a))) ;			 
	4'b1011: sum= ~a[31] ;              		 
	4'b1111: begin			 
			if (~(|a)) sum = 1 ;
			else sum = a[31] ;
		 end 	       		 	
	4'b1110: sum= ~( (~a[31]) | (~(|a)) )  ;   		 
	default: sum=31'bx;	
	endcase
zout=~(|sum);
end
endmodule
```
==> flow_metrics.env <==
# flow metrics
export IMPL_status="finished clean"
export IMPL_post_route_min_period_ps=15960
export IMPL_switching_share_pct=58.37
export IMPL_p_sw_uw=97.45
export IMPL_die_x_um=118.0
export IMPL_grt_first_pass_wirelength_um=40390
export IMPL_tool_warnings=100
export IMPL_worstMarginPinSlew_ps=856.0
export IMPL_antenna_found_initial=0
export IMPL_overflow=0
export IMPL_track_usage_pct=37.12
export IMPL_postRouteWirelength_um=25960
export IMPL_synth_avg_cell_area_um2=6.391
export IMPL_vias=8145
export IMPL_fp_dieH_um=118.0
export IMPL_cp_end_kind="output pin"
export IMPL_cts_setup_buffers=0
export IMPL_rows=42
export IMPL_clkbuf_count=0
export IMPL_path_buffers=3
export IMPL_relSlewSlack_pct=42.03
export IMPL_p_leak_uw=0.003237
export IMPL_fin_total_pwr_uw=167.0
export IMPL_cap_violations=0
export IMPL_hold_viol_final=0
export IMPL_cp_common_cell="or4_1"
export IMPL_synthDistinctLibCells=84
export IMPL_ys_seq_share_pct=0
export IMPL_min_path_type="input port to output pin"
export IMPL_nFlopsAndLatches=0
export IMPL_design_area_um2=7715
export IMPL_finalSetupViolCount=0
export IMPL_crit_required_ps=21360
export IMPL_io_pins=101
export IMPL_path_cells="clkdlybuf4s50_1, inv_1, ha_1, fa_1, o21bai_1, a2111oi_2, nor2_1, nor3_1, o22ai_1, o211ai_1, or3_1, or4_1, or4_1, or4_1, nor4_2, clkdlybuf4s50_1"
export IMPL_final_common_cell="a21oi_1"
export IMPL_finalClockPeriodUsage_pct=59.78
export IMPL_drive_gt1_share_pct=3.920
export IMPL_critical_path_top_delay_family="simple AND/OR/NAND/NOR gates"
export IMPL_drcViolationCount=0
export IMPL_min_from="gin[2]"
export IMPL_grt_max_degree=47
export IMPL_hpwl_um=19870
export IMPL_ant_nets=0
export IMPL_ys_area_um2=6730
export IMPL_ys_cells=1053
export IMPL_worst_ir_drop_vdd_mv=0.01042
export IMPL_cts_resized=0
export IMPL_holdPathEnd="sum[22]"
export IMPL_rsz0062_at_grt="false"
export IMPL_synth_area_um2=6730
export IMPL_die_area_um2=13930
export IMPL_routedWlPerCell_um=20.39
export IMPL_fp_util_pct=51.02
export IMPL_dr_pass1_iters=7
export IMPL_core_area_um2=13190
export IMPL_hold_ws_ps=11920
export IMPL_clock_power_share_pct=0
export IMPL_p_seq_share_pct=0
export IMPL_place_area_um2=7715
export IMPL_crit_fanout=5
export IMPL_synth_warnings=1
export IMPL_port_buffers=101
export IMPL_cpPeakStageDelay_ps=640
export IMPL_pwr_share_comb_pct=100.0
export IMPL_grt_pass1_vias=7220
export IMPL_drt_iter0_markers=813
export IMPL_routabilityCongestion=1.049
export IMPL_maxSlewViolCount=0
export IMPL_syn_instance_count=1053
export IMPL_seqCellArea_um2=0
export IMPL_critical_path_arrival_ps=10620
export IMPL_antenna_cells=0
export IMPL_start_kind="input port"
export IMPL_most_common_layout_cells="114 x a21oi_1, 108 x nand2_1, 99 x ha_1, 99 x clkdlybuf4s50_1, 94 x inv_1"
export IMPL_setup_tns_ps=0
export IMPL_syn_to_final_growth_pct=14.63
export IMPL_via_per_inst=6.398
export IMPL_cts_hold_buf=0
export IMPL_powerDensity_nw_per_um2=21.64
export IMPL_critPathKind="input port to output pin"
export IMPL_critPathSlowestCell="clkdlybuf4s50_1"
export IMPL_power_internal_uw=69.50
export IMPL_fmax_ghz=0.06266
export IMPL_hold_depth=6
## Yosys cell counts, types with 8 or more instances
master | count | area (um2)
a21oi_1 | 114 | 570.6
nand2_1 | 108 | 405.4
ha_1 | 99 | 1239
inv_1 | 94 | 352.8
nor2_1 | 93 | 349.1
o21ai_0 | 60 | 300.3
clkbuf_1 | 41 | 153.9
o211ai_1 | 31 | 232.7
nor4_1 | 29 | 181.4
nor3_1 | 24 | 120.1
a211oi_1 | 21 | 157.7
xnor2_1 | 21 | 183.9
nand3_1 | 19 | 95.09
mux2i_1 | 18 | 180.2
a31oi_1 | 15 | 93.84
nand4_1 | 15 | 93.84
a21o_1 | 14 | 105.1
a221oi_1 | 14 | 122.6
nor2b_1 | 12 | 75.07
o31ai_1 | 12 | 90.09
buf_2 | 11 | 55.05
nand2b_1 | 11 | 68.82
o21bai_1 | 11 | 82.58
xor2_1 | 10 | 87.58
o22ai_1 | 9 | 56.30
buf_1 | 8 | 30.03
or3_1 | 8 | 50.05
or4_1 | 8 | 60.06
## per-stage QoR
stage,setup WS [ps],utilization (%),cells
6_report,10740,58.49,1273
5_1_grt,10530,58.49,1273
4_1_cts,10830,58.49,1273
3_5_place_dp,10840,58.49,1273
3_3_place_gp,10840,58.49,1273
2_1_floorplan,12590,-,1053
## power by group through the flow
stage | Clock (uW) | Combinational [uW] | Sequential [uW]
after CTS | 0 | 163 | 0
after global routing | 0 | 182 | 0
final | 0 | 167 | 0
## cell type report
type / instances / area (um2)
Multi-Input combinational cell: 885 / 6021
Fill cell: 1313 / 5475
Timing Repair Buffer: 116 / 1114
Inverter: 96 / 360.3
Tap cell: 176 / 220.2
## cells by family after synthesis
family,count (synthesis),share of synthesized area (%)
adders and majority gates,101,19.00
buffers and inverters,168,10.99
AOI/OAI and AO/OA,369,36.09
and+or+nand+nor,363,26.55
muxes,21,3.346
xor gates and xnor gates,31,4.034
## routing by layer
layer	up-vias	track usage, %	wire length, um
met5	-	0	0
met4	0	9.696	750
met3	58	8.366	2850
met2	454	54.34	10760
met1	3689	54.52	11600
li1	3944	-	-
## how the worst max path moves through the flow
stage	depth (start not counted)	from	end
4_1_cts	15	a[1]	zout
5_1_grt	16	a[0]	zout
6_report	16	a[0]	zout
No activity file was given, so power comes from the tool's default toggle rates.
