`flow/run.sh`:
```
#!/bin/bash
# OpenROAD 26Q1-2900-gdf79404cd8, Yosys 0.63+post, stock flow scripts
make -C /OpenROAD-flow-scripts/flow DESIGN_CONFIG=/design/flow/config.mk WORK_HOME=/design/flow/orfs finish
```
`flow/config.mk`:
```
export PLATFORM = sky130hd
export DESIGN_NAME = control
export DESIGN_NICKNAME = control
export VERILOG_FILES = /design/flow/design.v
export SDC_FILE = /design/flow/constraint.sdc
export NUM_CORES = 4
export LEC_CHECK = 1
export CORE_AREA = 10 10 70 70
export DIE_AREA = 0 0 80 80
```
`flow/constraint.sdc`:
```
current_design control

set clk_period 2.1
set clk_io_pct 0.2

create_clock -name clk0 -period $clk_period

set non_clock_inputs [all_inputs -no_clocks]
set_input_delay [expr $clk_period * $clk_io_pct] -clock clk0 $non_clock_inputs
set_output_delay [expr $clk_period * $clk_io_pct] -clock clk0 [all_outputs]
```
`flow/design.v`:
```
module control(in,jr,rt,regdest0,regdest1,alusrc,memtoreg0,memtoreg1,regwrite,memread,memwrite,jump0,jump1,aluop0,aluop1,aluop2,aluop3,beq,bne,bgez,bgtz,bltz,blez);
input [5:0] in,jr;
input [4:0] rt;
output regdest0,regdest1,alusrc,memtoreg0,memtoreg1,regwrite,memread,memwrite,aluop0,aluop1,aluop2,aluop3,jump0,jump1,beq,bne,bgez,bgtz,bltz,blez;
wire rformat,lw,sw,beq;
assign rformat=~|in;
assign lw=in[5]& (~in[4])&(~in[3])&(~in[2])&in[1]&in[0];
assign sw=in[5]& (~in[4])&in[3]&(~in[2])&in[1]&in[0];
assign beq= ~in[5]& (~in[4])&(~in[3])&in[2]&(~in[1])&(~in[0]);
assign andi = ~in[5]& (~in[4])&(in[3])&in[2]&(~in[1])&(~in[0]);
assign ori = ~in[5]& (~in[4])&(in[3])&in[2]&(~in[1])&(in[0]);  
assign addi = ~in[5]& (~in[4])&(in[3])&(~in[2])&(~in[1])&(~in[0]); 
assign rt_ctrl = ( | rt ) ;
assign jr_ctrl = ( (~jr[5])& (~jr[4])&(jr[3])&(~jr[2])& (~jr[1]) & (~jr[0])) ;
assign jal = ~in[5]& (~in[4])&(~in[3])&(~in[2])&(in[1])&(in[0]); 
assign bne = ~in[5]& (~in[4])&(~in[3])&in[2]&(~in[1])&(in[0]);
assign bgez = ~in[5]& (~in[4])&(~in[3])&(~in[2])&(~in[1])&(in[0]);
assign bgtz = ~in[5]& (~in[4])&(~in[3])&(in[2])&(in[1])&(in[0]);
assign blez = ~in[5]& (~in[4])&(~in[3])&(in[2])&(in[1])&(~in[0]);
assign bltz = bgez;
assign jump0 = ((~in[5])& (~in[4])&(~in[3])&(~in[2])& in[1] & (~in[0]));
assign jump1 = jal | jr_ctrl ;
assign regdest0=rformat;
assign regdest1=jal;
assign alusrc=lw|sw | addi | andi | ori ; 
assign memtoreg0=lw;
assign memtoreg1= jal ;
assign regwrite= (rformat|lw | andi | ori |addi | jal) & (~jr_ctrl)  ;
assign memread=lw;
assign memwrite=sw;
assign aluop0=beq | bne |blez | bltz | bgtz | ori ; 
assign aluop1= rformat | andi | ori  ;
assign aluop2= rformat   ;
assign aluop3= (bgez & rt_ctrl) ;
endmodule
```
==> changes_impl.md <==
### Metrics

- Crit path buffers/inverters: 2
- Sw Ratio: 0.384
- Non-Filler Instances: 140
- Global-route wire length before repair: about 2500 um
- Pint: 0.0000602 W
- Synth area leader: buf_4
- CP top delay family: buffers and inverters
- Dpl cells: about 140
- Worst slew pin tran: 0.260 ns
- FP Util: 0.0850
- GR Overflow Total: 0
- FP Rows: 21
- Filler cell count in the final layout: around 380
- Yosys Instances: 46
- HP Class: in -> out
- Final Critical Period: just over 2 ns
- Area share, top type: 0.103
- IO Count: 37
- CP endpoint: aluop3
- Synth unique cells: 27
- Cell area leaders: buf_4 (10%), nor2_1 (10%), nor3_1 (8.6%)
- Final Cell Area: 835 um2
- Util after Layout: 0.244
- Hold slack: around 1.2 ns
- Antenna Cells: 0
- Reg power frac: 0
- Seq share, synth: 0
- Slew HR: 0.826
- Stages on the worst setup path: 4
- Worst path max stage delay: 0.47 ns
- Clock buffer cells: 0
- Met3 wire length: 195 um
- Core Region: 3420 um2
- Post-route setup slack: 0.0465 ns
- Peak VDD IR: 0.0246 mV
- Area delta synth->final: 188%
- Comb pwr share: 1.000
- CP Cell Sequence: clkdlybuf4s50_1, or4_1, o21a_1, clkdlybuf4s15_1
- Post-CTS Hold Buffers: 0
- Die y size: roughly 80 um
- P_leak: about 0.44 nW
- OpenROAD warnings: 33
- RSZ-0062 raised after global routing: yes
- Final hold violation count: 0
- Initial antenna violation count: 0
- Final setup viols: 0
- Status: completed
- Flop area: 0 um2
- Worst-path maximum fanout: 1
- Flop Count: 0
- Critical path capture point type: output pin
- Count leader, synth: nor2_1
- Post-synthesis chip area from yosys: approximately 290 um2
- Fin. max-slew vios: 0
- Number of global-route vias before repair: 530
- Gate Count Post-Synth: approximately 46
- GPL Wtd Cong: 0.781
- Slowest CP cell: or4_1
- Top sig layer: met3
- Port bufs: 37
- Largest net degree at the start of global routing: 8
- Met1 WL: between 600 and 700 um
- Clk pwr share: 0
- Chip Area: around 6400 um2
- Cell Area, Synth: 290 um2
- Max-Cap Viols: 0
- # DRC: 0
- Post-placement cell area: a little under 800 um2
- Fmax achieved: 487 MHz
- Die width: 80 um
- Required time of the critical path: 1.68 ns
- DP HPWL: about 1300 um
- Critical path type: in -> out
- Synth Area per Inst: 6.31 um2
- Total Routing Usage GR: 0.0462
- CP startpoint: rt[2]
- Worst path arrival time: 1.63 ns
- Net Sw Power: 0.0000375 W
- Pre-CTS setup slack: -0.598 ns
- Power density cells: 117 nW/um2
- Final period utilization: 0.978
- Synth cell count leaders: nor2_1 (8), nor3_1 (5), buf_4 (4)
- WL/cell: 11.0 um
- Via density: roughly 3.6
- First-pass DRT Iterations: 4
- Vias: around 500
- Met2 WL: 671 um
- Synth warnings: 6
- Critical path startpoint category: primary input
- Final ANT Viol Nets: 0
- Layout cells sized above 1: 0.404
- Initial drt markers: 23
- Total Wirelength: around 1500 um
## worst min path at each step
stage      from      to  slack [ns]  cells past startpoint
4_1_cts   in[5]  aluop0        1.35                      4
5_1_grt   in[5]  aluop1        1.26                      4
6_report  in[5]  aluop1        1.22                      4
## placed cells by master (no fill, tap or decap), drive strengths merged, types with 2 or more instances in the layout
| master | count |
|---|---|
| clkdlybuf4s15 | 3 |
| nor2 | 10 |
| nand3 | 2 |
| nor4b | 2 |
| buf | 24 |
| nand2 | 3 |
| nand2b | 2 |
| nor3 | 5 |
| clkdlybuf4s50 | 11 |
| or4 | 2 |
| dlymetal6s2s | 3 |
| dlygate4sd2 | 13 |
## metal layers
| layer | up-vias | GRT usage |
|---|---|---|
| met5 | - | 0 |
| li1 | 256 | - |
| met4 | 0 | 0 |
| met2 | 25 | 0.0730 |
| met1 | 219 | 0.0620 |
| met3 | 0 | 0.0170 |
## power groups by stage
stage / clock network (W) / logic, W / registers, W
4_1_cts: 0 / 0.0000943 / 0
5_1_grt: 0 / 0.000107 / 0
6_report: 0 / 0.0000976 / 0
## repair_timing
item	CTS	global route
endpoints found under the setup margin	20	6
setup buffers	4	1
pin swaps	7	4
endpoints found under the hold margin	0	0
resized	58	11
## logic make-up after synthesis
group / Yosys count / synth area share
and+or+nand+nor: 32 / 0.660
buffers and inverters: 8 / 0.190
adders and majority gates: 1 / 0.0345
AOI/OAI and AO/OA: 5 / 0.116
## layout make-up
class / count / area, um2 / area share
repair buffers: 55 / 477 / 0.571
multi-input cells: 38 / 297 / 0.355
well taps: 46 / 57.6 / 0.0690
inverters: 1 / 3.75 / 0.00450
## metrics by stage
step / power (W) / TNS [ns]
floorplan: 0.0000282 / 0
global route: 0.000107 / -0.00517
global placement: 0.0000921 / -9.58
detailed placement: 0.0000934 / -9.74
CTS: 0.0000943 / 0
finish: 0.0000976 / 0
No activity file was given, so power comes from the tool's default toggle rates.
